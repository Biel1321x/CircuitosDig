===== ./config.mk =====
export PLATFORM = sky130hd
export DESIGN_NAME = PseudoRandomNumberGenerator
export DESIGN_NICKNAME = PseudoRandomNumberGenerator
export VERILOG_FILES = /design/flow/design.v
export SDC_FILE = /design/flow/constraint.sdc
export NUM_CORES = 4
export LEC_CHECK = 1
export CORE_AREA = 10 10 70 70
export DIE_AREA = 0 0 80 80

===== ./constraint.sdc =====
current_design PseudoRandomNumberGenerator

set clk_period 1.1
set clk_io_pct 0.2

create_clock -name clk0 -period $clk_period [get_ports {clk}]

set non_clock_inputs [all_inputs -no_clocks]
set_input_delay [expr $clk_period * $clk_io_pct] -clock clk0 $non_clock_inputs
set_output_delay [expr $clk_period * $clk_io_pct] -clock clk0 [all_outputs]

===== ./design.v =====
module PseudoRandomNumberGenerator (
    input logic clk,
    input logic rst,
    output logic [15:0] rand_num
);
    logic [15:0] seed;
    logic [15:0] next_seed;
    always_comb begin
        next_seed = {seed[14:0], seed[0] ^ seed[5] ^ seed[12] ^ seed[15]};
    end
    always_ff @(posedge clk or posedge rst) begin
        if (rst)
            seed <= 16'b0000111100001111;  
        else
            seed <= next_seed;  
    end
    assign rand_num = seed;
endmodule

===== ./run.sh =====
#!/bin/bash
# OpenROAD 26Q1-2900-gdf79404cd8, Yosys 0.63+post, stock flow scripts
make -C /OpenROAD-flow-scripts/flow DESIGN_CONFIG=/design/flow/config.mk WORK_HOME=/design/flow/orfs finish

==> impl_metrics.toml <==
# implementation run metrics
[yosys]
top_area_cell = "dfstp_2"
ys_seq_share_pct = 74.2
post-synth-top-area-fraction_pct = 38.0
ys_cells = 35
ys_seq_elements = 16
syn_area_um2 = 553
synth_cell_types = 6
ys_warn_count = 1
ys_chip_area_um2 = 553
syn_area_per_cell_um2 = 15.8
synthCells = 35
top_cells_by_area = "dfstp_2 (38%), dfrtp_1 (36%), buf_4 (20%)"

[timing]
tightest_slew_ns = 0.222
fin_ws_ns = -0.0374
rsz0062_at_grt = "yes"
fmaxAchievable_mhz = 879
setup_viol = 8
slew_headroom_pct = 85.1
hold_viol_final = 0
drv_slew = 0
period_needed_ns = 1.14
min_period_over_period_pct = 103
finClkSkew_ns = 0.00767
timing.hold.ws_ns = 0.237

[floorplanning]
fp_util_pct = 16.2
coreArea_um2 = 3420
ios = 18
chip_area_um2 = 6400
die.size.x_um = 80
row_count = 21
dieHeight_um = 80

[cells_and_area]
utilization_pct = 20.8
layout-drive-gt1-share_pct = 74.5
area_growth_pct = 28.7
post_layout_nonfiller_instances = 97
largest_reg_flops = 16
final_cell_mix = "buf_4 (9), buf_2 (8), clkbuf_2 (8), dfstp_2 (8), dfrtp_1 (8)"
reg_top3 = "seed x16"
top_register = "seed"
final_common_cell = "buf_4"

[detailed_routing]
via_per_inst = 2.84
via_count = 275
drc_errors = 0
diodes = 0
routed_wl_um = 983
routedWlPerCell_um = 10.1
drt_iter0_drc = 4
dr.pass1.iters = 2
ant_nets = 0

[cts]
clock_latency_ns = 0.28
h-tree-depth = 1
cts_made_buffers = 3
cts-root-buf = "clkbuf_4"
cts.sinks = 16
clockBufferDepth = 2
cts_tree = "built"
clkTransAtPathRegs_ns = 0.09

[worst_setup_path]
path_class = "flip-flop to output pin"
r2r_start = "seed[5]$_DFF_PP0_"
critPathMaxFanout = 2
path_cells = "buf_2"
worstSetupStartpoint = "seed[2]$_DFF_PP1_"
critPathTopFamily = "flip-flops"
cp.arrival_ns = 0.92
critical_path.slowest_cell = "dfstp_2"
critical_path_buf_inv_count = 1
startpoint_type = "flip-flop"
required_ns = 0.88
max_stage_delay_ns = 0.55
end_kind = "output pin"

[placement]
gp_congestion = 0.695
portBuffers = 17
hpwl_um = 715
place_ws_ns = -0.114
dp.cells = 87

[grt]
grt_pass1_vias = 311
grt_usage_pct = 3.31
grt-ovfl-total = 0
grt_pass1_wl_um = 1620
grt_max_degree = 17
antenna_found_initial = 0

[power]
powerDensity_nw_per_um2 = 1380
total_leakage_power_uw = 0.000378
vdd_ir_drop_max_uv = 447
p_total_uw = 984

[run]
drv_cap = 0
warning_count = 27

[status]
violations = "setup timing"
outcome = "finished with violations"

[min_path]
hold_class = "primary input to async pin"
routing by layer:
layer / global-route usage, % / vias to the layer above / share of wire, %
li1: - / 122 / -
met1: 3.40 / 138 / 42
met2: 4.98 / 13 / 45
met3: 3.18 / 2 / 13
met4: 0.352 / 0 / 0.51
met5: 0 / - / 0
logic make-up (layout without fill, tap and decap cells):
logic type  count (synthesis)  count (layout)  share of synthesized area, %
buf+inv                    16              32                          21.0
xor+xnor                    3               3                          4.75
flops                      16              16                          74.2
final cells by class:
| type | count | area [um2] |
|---|---|---|
| Tap cell | 46 | 57.6 |
| Multi-Input combinational cell | 3 | 26.3 |
| Inverter | 1 | 3.75 |
| Sequential cell | 16 | 410 |
| Clock buffer | 4 | 36.3 |
| Fill cell | 394 | 2700 |
| Timing Repair Buffer | 27 | 178 |
report_power, final:
part	internal, uW	total (uW)	leakage (uW)	switching (uW)
registers	589	589	0.000194	0
clock network	201	372	0.0000210	170
logic	10.5	22.7	0.000162	12.2
total	801	984	0.000378	183
worst paths after layout:
kind / depth (start not counted) / to / slack, ns
max reg2reg: 4 / seed[0]$_DFF_PP1_ / 0.07
max: 1 / rand_num[2] / -0.04
min: 3 / seed[7]$_DFF_PP0_ / 0.24
min reg2reg: 0 / seed[11]$_DFF_PP1_ / 0.37
max in group asynchronous: 3 / seed[9]$_DFF_PP1_ / 0.65
min in group clk0: 0 / seed[11]$_DFF_PP1_ / 0.37
through the flow:
step	cell area [um2]	setup TNS (ns)
floorplan	553	0
global placement	711	-0.816
detailed placement	711	-0.794
CTS	729	-0.350
global route	712	-0.633
finish	712	-0.167
cells in the mapped netlist (all sizes together):
master and number:
buf 15, dfrtp 8, dfstp 8, inv 1, xnor2 2, xor2 1
timing repair:
item                       in CTS  in global routing
hold buffers                    0                  0
resized                        40                  8
buffers inserted                3                  3
setup endpoints to repair      16                 16
worst register-to-register path: stages, from the launching register on:
cell	delay, ns
dfrtp_1	0.39
buf_4	0.13
buf_4	0.13
xnor2_1	0.18
xnor2_1	0.14
Power and IR drop assume default switching activity.
