==> /design/flow/design.v <==
module breg(
  input logic clk, 
  input logic rst,
  input logic wr_en, 
  input logic [1:0] add_rd0,
  input logic [1:0] add_rd1,
  input logic [1:0] add_wr,  
  input logic [7:0] wr_data,
  output logic [7:0] rd0,  
  output logic [7:0] rd1  
);
  logic [7:0] regist [3:0]; 
  always_ff @(posedge clk ,posedge rst)
    begin
      if (rst == 1'b1) begin   
        regist [0] <= 8'b0;
        regist [1] <= 8'b0;
        regist [2] <= 8'b0;
        regist [3] <= 8'b0;
      end
      else if (wr_en == 1'b0)  
        begin
          regist[add_wr] <= wr_data;
        end
    end
  assign rd0 = regist[add_rd0]; 
  assign rd1 = regist[add_rd1]; 
endmodule
==> /design/flow/run.sh <==
#!/bin/bash
# OpenROAD 26Q1-2900-gdf79404cd8, Yosys 0.63+post, stock flow scripts
make -C /OpenROAD-flow-scripts/flow DESIGN_CONFIG=/design/flow/config.mk WORK_HOME=/design/flow/orfs finish
==> /design/flow/config.mk <==
export PLATFORM = sky130hd
export DESIGN_NAME = breg
export DESIGN_NICKNAME = breg
export VERILOG_FILES = /design/flow/design.v
export SDC_FILE = /design/flow/constraint.sdc
export NUM_CORES = 4
export LEC_CHECK = 1
export CORE_AREA = 10 10 111 111
export DIE_AREA = 0 0 121 121
==> /design/flow/constraint.sdc <==
current_design breg

set clk_period 1.5
set clk_io_pct 0.2

create_clock -name clk0 -period $clk_period [get_ports {clk}]

set non_clock_inputs [all_inputs -no_clocks]
set_input_delay [expr $clk_period * $clk_io_pct] -clock clk0 $non_clock_inputs
set_output_delay [expr $clk_period * $clk_io_pct] -clock clk0 [all_outputs]
==> impl_metrics.json <==
{
  "status": "finished with violations",
  "violations": "setup timing",
  "end_kind": "output pin",
  "cts_tree": "yes",
  "tightest_slew_ns": 0.279,
  "gp_congestion": 0.761,
  "largest_registers": "regist: 32 flops",
  "crit_type": "reg2out",
  "rsz0062_at_grt": "true",
  "grtUsageTotal": 0.0594,
  "hold_violations": 0,
  "largest_register": "regist",
  "yosys_area_mm2": 0.00160,
  "power_density_mw_per_mm2": 1120,
  "cts-root-buf": "clkbuf_8",
  "first_pass_iters": 4,
  "dp_hpwl_um": 3080,
  "share_comb_of_total_power": 0.257,
  "layout-drive-gt1-share": 0.696,
  "final.setup_skew_ns": 0,
  "fin_ws_ns": -0.159,
  "fmax_mhz": 603,
  "cts_hold_buffers": 0,
  "vias": 1084,
  "antenna_cells": 0,
  "seqPwrFrac": 0.417,
  "hold_path_class": "in2async",
  "grt_pass1_vias": 1180,
  "cp.arrival_ns": 1.36,
  "synth_cells": 89,
  "grt_max_degree": 33,
  "p_sw_frac": 0.228,
  "finalMaxSlewViolations": 0,
  "routed_wl_um": 4240,
  "leakage_nw": 1.04,
  "synthTopCellsByArea": "dfrtp_1 (50%), mux2_2 (23%), mux4_2 (23%)",
  "slew_headroom": 0.813,
  "vias_per_cell": 3.73,
  "cts_buffer_depth": 2,
  "htree_levels": 2,
  "first_iter_violations": 21,
  "routedWlPerCell_um": 14.6,
  "yosysWarningCount": 2,
  "yosysCellCount": 89,
  "p_clk_frac": 0.326,
  "start_kind": "register",
  "maxCapViolCount": 0,
  "synth.avg_cell_area_um2": 18.0,
  "post-route-util": 0.248,
  "openroad.warnings": 27,
  "drc": 0,
  "ys.flops": 32,
  "synth_seq_share": 0.501,
  "fin_crit_sh": 1.11,
  "cp.required_ns": 1.20,
  "top_area_cell": "dfrtp_1",
  "dieArea_mm2": 0.0146,
  "rrSetupSlack_ns": 0.39,
  "cp_max_fo": 2,
  "largest_reg_flops": 32,
  "grt-ovfl-total": 0,
  "fp.dieH_um": 121,
  "core-area_mm2": 0.00986,
  "num_io_pins": 33,
  "clk_latency_ns": 0.28,
  "reg2reg_depth": 4,
  "final_cell_area_mm2": 0.00245,
  "vdd_drop_max_mv": 0.321,
  "die_width_um": 121,
  "fin_tns_setup_ns": -1.31,
  "portBuffers": 32,
  "initial_core_util": 0.162,
  "synth.distinct_cells": 9,
  "postRouteAntennaNets": 0,
  "period_minus_slack_ns": 1.66,
  "synth_area_mm2": 0.00160,
  "num_rows": 36,
  "grt_pass1_wl_um": 6740,
  "setup-violations-final": 16,
  "netSwitchingPower_w": 0.000626,
  "intPower_w": 0.00212,
  "area_growth_pct": 53.4,
  "clk_pin_slew_ns": 0.06,
  "numClockSinks": 32,
  "cts_made_buffers": 5,
  "top_area_frac": 0.501,
  "grt_antenna_before_repair": 0,
  "placed_cell_area_mm2": 0.00223
}
## worst paths after layout
check	startpoint	endpoint
max	regist[3][2]$_DFFE_PP0P_	rd0[2]
min	rst	regist[2][0]$_DFFE_PP0P_
max reg2reg	regist[1][2]$_DFFE_PP0P_	regist[1][2]$_DFFE_PP0P_
min reg2reg	regist[3][7]$_DFFE_PP0P_	regist[3][7]$_DFFE_PP0P_
max in group asynchronous	rst	regist[0][6]$_DFFE_PP0P_
min in group clk0	regist[3][7]$_DFFE_PP0P_	regist[3][7]$_DFFE_PP0P_
## power by group through the flow
| stage | clock network (W) | logic [W] | registers [W] |
|---|---|---|---|
| 5_1_grt | 0.000966 | 0.000768 | 0.00117 |
| 4_1_cts | 0.000916 | 0.000685 | 0.00115 |
| 6_report | 0.000895 | 0.000706 | 0.00115 |
## synthesized netlist by cell type
master,instances
nand3b_1,1
mux4_2,16
dfrtp_1,32
buf_1,2
inv_1,1
buf_2,2
nor3_2,1
nor3b_4,2
mux2_2,32
## area by class of cell
| type | count | area, um^2 |
|---|---|---|
| repair buffers | 65 | 578 |
| clock inverters | 1 | 30.0 |
| multi-input cells | 52 | 776 |
| well taps | 133 | 166 |
| flip-flops and latches | 32 | 801 |
| clock buffers | 7 | 96.3 |
| fillers | 988 | 7410 |
| inverters | 1 | 3.75 |
## what timing repair did
item	CTS	global route
setup endpoints to repair	16	25
gates cloned	0	0
resized	63	3
setup buffers	15	5
## through the flow
step                hold slack (ns)  std cells  setup slack, ns  power, W
floorplan                     0.416         89            0.183   0.00146
finish                        0.373        291           -0.159   0.00275
global route                  0.394        291           -0.217   0.00290
CTS                           0.390        286           -0.190   0.00275
global placement              0.503        263           -0.751   0.00186
detailed placement            0.513        263           -0.741   0.00188
## critical path, stage by stage (launching register included)
cell     delay [ns]
dfrtp_1        0.39
buf_6          0.12
mux4_2         0.45
buf_2          0.13
## cells by family after synthesis
kind of cell           synth area share
buffers and inverters            0.0133
and+or+nand+nor                  0.0345
DFF                               0.501
muxes                             0.451
## routing by layer
layer / track usage / up-vias / wire length, um
met5: 0 / - / 0
met2: 0.0952 / 31 / 1990
met1: 0.0782 / 559 / 1920
met3: 0.0217 / 6 / 290
met4: 0.00603 / 0 / 38
li1: - / 488 / -
## layout by cell type, fill, tap and decap left out
| master | instances |
|---|---|
| nor3b_4 | 2 |
| mux4_2 | 16 |
| clkbuf_8 | 7 |
| bufinv_16 | 1 |
| buf_12 | 6 |
| buf_6 | 4 |
| buf_8 | 1 |
| dlygate4sd2_1 | 2 |
| mux2_2 | 32 |
| nor3_2 | 1 |
| inv_1 | 1 |
| dlymetal6s2s_1 | 2 |
| buf_4 | 22 |
| clkdlybuf4s50_1 | 10 |
| buf_2 | 18 |
| nand3b_1 | 1 |
| dfrtp_1 | 32 |
Power figures rest on the tool's default switching activity, not on a simulated workload.
